**run.sh**
```bash
#!/bin/bash
# OpenROAD 26Q1-2900-gdf79404cd8, Yosys 0.63+post, stock flow scripts
make -C /OpenROAD-flow-scripts/flow DESIGN_CONFIG=/design/flow/config.mk WORK_HOME=/design/flow/orfs finish
```
**config.mk**
```make
export PLATFORM = sky130hd
export DESIGN_NAME = FIFO_sync
export DESIGN_NICKNAME = FIFO_sync
export VERILOG_FILES = /design/flow/design.v
export SDC_FILE = /design/flow/constraint.sdc
export NUM_CORES = 4
export LEC_CHECK = 1
export CORE_UTILIZATION = 40
```
**constraint.sdc**
```tcl
current_design FIFO_sync

set clk_period 4.3
set clk_io_pct 0.2

create_clock -name clk0 -period $clk_period [get_ports {clk}]

set non_clock_inputs [all_inputs -no_clocks]
set_input_delay [expr $clk_period * $clk_io_pct] -clock clk0 $non_clock_inputs
set_output_delay [expr $clk_period * $clk_io_pct] -clock clk0 [all_outputs]
```
**design.v**
```verilog
`timescale 1ns / 1ps
module FIFO_sync #(
    parameter DEPTH      = 8,
    parameter DATA_WIDTH = 8,
    parameter ADDR_WIDTH = 3   
) (
    input [DATA_WIDTH-1:0] data_in,
    input wr_en,
    input rd_en,
    input clk,
    input rst, 
    output reg [DATA_WIDTH-1:0] d_out,
    output full,
    output empty
);
    reg [DATA_WIDTH-1:0] buffer [DEPTH-1:0];
    reg [ADDR_WIDTH-1:0] wr_ptr, rd_ptr;
    wire [ADDR_WIDTH-1:0] wptr_next = (wr_ptr == DEPTH - 1) ? 0 : wr_ptr + 1;
    wire [ADDR_WIDTH-1:0] rptr_next = (rd_ptr == DEPTH - 1) ? 0 : rd_ptr + 1;
    assign empty = (wr_ptr == rd_ptr);
    assign full  = (wptr_next == rd_ptr); 
    always @(posedge clk or negedge rst) begin
        if (!rst) begin
            wr_ptr <= 0;
            rd_ptr <= 0;
            d_out  <= 0;
        end else begin
            if (wr_en && !full) begin
                buffer[wr_ptr] <= data_in;
                wr_ptr <= wptr_next;
            end
            if (rd_en && !empty) begin
                d_out <= buffer[rd_ptr];
                rd_ptr <= rptr_next;
            end
        end
    end
endmodule
```
==> out/qor.yml <==
outcome:
  run_status: "finished, final reports clean"
clock_network:
  post_cts_resize_count: 0
  clkTransAtPathRegs_ns: 0.07
  cts_buffer_depth: 2
  cts_root_buf: "clkbuf_8"
  hold_buffers: 0
  cts_buffers: 9
  h-tree-depth: 3
  clock_latency_ns: 0.35
  cts_sinks: 78
  post_cts.repair.setup_buffers: 0
  cts_tree: "built"
final_layout:
  fill_cells: 697
  ff_latch_area_um2: 2272
  drive_gt1_share_pct: 12.24
  areaGrowthSynthToFinish_pct: 15.81
  final_cell_area_um2: 3730
  logic_area_um2: 869.6
setup_path:
  r2r-start: "wr_ptr[0]$_DFFE_PN0P_"
  reg2reg_depth: 6
  r2r_slack_ns: 1.68
  cp_max_fo: 7
  critPathLaunchType: "register"
  slowest_stage: "dfrtp_1"
  critPathCaptureType: "output pin"
  crit_required_ns: 3.44
  cp_cell_sequence: "ha_1 > ha_1 > xor2_1 > and4_2 > clkdlybuf4s50_1"
  slowest_delay_ns: 0.46
  cpMostUsedCell: "ha_1"
  worstPathArrival_ns: 2.37
  critPathKind: "reg2out"
  timing.rr.end: "buffer[2][3]$_DFFE_PP_"
run:
  openroad.warnings: 33
  maxCapViolCount: 0
logic_synthesis:
  top_area_cell: "edfxtp_1"
  syn_area_um2: 3221
  synth_cells: 217
  top_area_share_pct: 59.67
  ys_chip_area_um2: 3221
  synth_flops: 78
  synth_cell_types: 34
  synth_area_per_cell_um2: 14.84
  postSynthSeqShare_pct: 70.55
  ys_cells: 217
  topCellsByArea: "edfxtp_1, dfrtp_1, ha_1"
  yosys_warnings: 2
final_timing:
  slew_headroom_pct: 53.91
  drv_slew: 0
  hold_viol: 0
  rsz0062_at_grt: "no"
  layout_min_cycle_time_ns: 3.229
  worst_slack_ns: 1.071
  skew_ns: 0.006278
  worst_slew_pin_slew_ns: 0.6914
  setup_viol: 0
  fmax_mhz: 309.7
  fin_setup_tns_ns: 0
  period_used_pct: 75.10
global_routing:
  grt_remaining_overflow: 0
  grt_pass1_wl_mm: 10.64
  grt_max_degree: 27
  grt_antenna_before_repair: 0
  grt_pass1_vias: 1864
  grt.total_usage_pct: 18.79
routing:
  dr.pass1.iters: 4
  num_vias: 1864
  antenna_cells: 0
  wl_per_cell_um: 19.77
  drc: 0
  drt_iter0_markers: 114
  ant_nets: 0
  via_per_inst: 5.372
  totalWireLength_mm: 6.860
placement:
  gp_congestion: 0.7887
  dp_hpwl_mm: 4.596
  placed_area_um2: 3532
  pre_cts_ws_ns: 1.444
  port_buffers: 21
worst_hold_path:
  holdCritStartpoint: "d_out[3]$_DFFE_PN0P_"
  holdPathEnd: "d_out[3]$_DFFE_PN0P_"
  min_path_cells: 2
  worstHoldPathType: "reg2reg"
die:
  chipArea_um2: 8414
  rows: 32
  die_w_um: 91.73
  fp.coreArea_um2: 7767
  dieHeight_um: 91.73
  io_pins: 22
  initCoreUtil_pct: 41.46
pwr:
  p_sw_share_pct: 35.54
  internal_power_w: 0.001600
  p_switching_w: 0.0008823
  p_leak_nw: 1.319
  irDropWorstVdd_v: 0.0002532
  power_frac_comb_pct: 37.5
  pwr_density_cell_nw_per_um2: 665.6
  p_clk_share_pct: 21.6
  power_frac_seq_pct: 40.9
==> cells in the final DEF, fill, tap and decap left out, drive strengths merged <==
master / instances
o21ai: 6
clkinvlp: 4
o31ai: 9
clkbuf: 9
nor4: 2
xnor2: 1
a41oi: 1
o2111a: 2
a22oi: 4
dfrtp: 14
bufinv: 1
mux2: 2
mux2i: 1
a22o: 4
clkinv: 1
and2: 2
edfxtp: 64
a222oi: 4
inv: 9
xor2: 4
o211ai: 1
a221oi: 8
nand3: 6
buf: 3
and4: 1
ha: 12
clkdlybuf4s50: 21
and3: 8
nor3: 5
nand2: 18
or3: 2
a211oi: 1
nor2: 10
a21oi: 5
==> worst max-delay path: cells and delay by family, from the launching register on <==
kind	cells	cell delay [ns]
xor gates and xnor gates	1	0.29
adders and majority gates	2	0.56
buffers and inverters	1	0.45
DFF	1	0.46
and+or+nand+nor	1	0.28
==> routing by layer <==
metal	GRT usage (%)	part of all wire, %	vias to the layer above
li1	-	-	882
met1	29.57	43	920
met5	0	0	-
met2	28.32	48	49
met4	3.255	1.9	0
met3	6.245	7.1	13
==> state kept, by name, indices dropped and copies added (netlist names) <==
register	flops
buffer	64
d_out	8
rd_ptr	3
wr_ptr	3
==> cell usage after synthesis <==
master / number
inv_1: 8
a21oi_1: 5
clkbuf_1: 5
xor2_1: 4
a22oi_1: 4
xnor2_1: 1
buf_2: 7
mux2i_1: 1
or3_2: 1
nor2_1: 10
a211oi_1: 1
ha_1: 12
mux2_2: 2
and3_1: 6
dfrtp_1: 14
a41oi_4: 1
a221oi_1: 8
and2_1: 1
and2_4: 1
or3_4: 1
edfxtp_1: 64
nor4_1: 1
and4_2: 1
a22o_1: 4
o31ai_1: 9
nor3_1: 5
o21ai_0: 6
o2111a_1: 2
nor4_2: 1
nand3_1: 6
nand2_1: 18
and3_2: 2
a222oi_1: 4
o211ai_1: 1
==> through the flow <==
step                      util, %  power, W  hold slack (ns)  instances
after global routing        48.02  0.002653           0.5253        347
after detailed placement    45.47  0.001969           0.4674        331
after CTS                   48.02  0.002507           0.4849        347
after floorplan                 -  0.001622           0.4241        217
final                       48.02  0.002483           0.4780        347
after global placement      45.47  0.001965           0.4666        331
==> power groups by stage <==
stage	Sequential, W	Combinational, W	Clock [W]
after CTS	0.00102	0.000941	0.000547
after global routing	0.00103	0.00104	0.000576
final	0.00102	0.000932	0.000535
==> kinds of logic (layout without fill, tap and decap cells) <==
kind of cell,Yosys count,count (layout),share of synthesized area (%)
DFF,78,78,70.55
buffers and inverters,20,48,2.603
AOI/OAI and AO/OA,45,45,11.27
adders and majority gates,12,12,4.662
xor gates and xnor gates,5,5,1.360
and+or+nand+nor,54,54,8.547
muxes,3,3,1.010
==> cell type report <==
class | instances | share of cell area [%]
Multi-Input combinational cell | 119 | 23.31
Inverter | 8 | 0.8051
Tap cell | 102 | 3.422
Clock inverter | 7 | 1.979
Timing Repair Buffer | 24 | 6.240
Sequential cell | 78 | 60.92
Clock buffer | 9 | 3.321
==> worst max-delay path by stage <==
stage,from,end,slack (ns),cells after the start
5_1_grt,wr_ptr[0]$_DFFE_PN0P_,full,0.95,5
4_1_cts,wr_ptr[0]$_DFFE_PN0P_,full,1.06,5
6_report,wr_ptr[0]$_DFFE_PN0P_,full,1.07,5
No activity file was given, so power comes from the tool's default toggle rates.
