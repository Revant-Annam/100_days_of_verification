## design/flow/run.sh

```bash
#!/bin/bash
# OpenROAD 26Q1-2900-gdf79404cd8, Yosys 0.63+post, stock flow scripts
make -C /OpenROAD-flow-scripts/flow DESIGN_CONFIG=/design/flow/config.mk WORK_HOME=/design/flow/orfs finish
```

## design/flow/config.mk

```make
export PLATFORM = sky130hd
export DESIGN_NAME = RAM
export DESIGN_NICKNAME = RAM
export VERILOG_FILES = /design/flow/design.v
export SDC_FILE = /design/flow/constraint.sdc
export NUM_CORES = 4
export LEC_CHECK = 1
export CORE_UTILIZATION = 40
```

## design/flow/constraint.sdc

```tcl
current_design RAM

set clk_period 9.7
set clk_io_pct 0.2

create_clock -name clk0 -period $clk_period [get_ports {clk}]

set non_clock_inputs [all_inputs -no_clocks]
set_input_delay [expr $clk_period * $clk_io_pct] -clock clk0 $non_clock_inputs
set_output_delay [expr $clk_period * $clk_io_pct] -clock clk0 [all_outputs]
```

## design/flow/design.v

```verilog
`timescale 1ns / 1ps
module RAM #(parameter N=4, K=4)(
    input [K-1:0] addr,
    input [N-1:0] data_in,
    input cas_b,
    input ras_b,
    input enable,
    input clk,
    input read,
    output reg [N-1:0] data_out 
    );
    reg [K-1:0] row_reg,col_reg;
    reg [N-1:0] ram [(1<<K)-1:0][(1<<K)-1:0];
    always @(posedge clk) begin
    if (~ras_b) begin
        row_reg <= addr;
    end
    if (~cas_b) begin
        col_reg <= addr;
        if (read)
            data_out <= ram[row_reg][addr];
        else
            ram[row_reg][addr] <= data_in;
    end
end
 endmodule
```

==> summary.txt <==
run results: clk latency late pin 660 ps, GR Util All Layers 0.200, post-route antenna net violation count 0, diode count 0, max cap viols 0, worst-path fanout max 56, yosys simple share 0.0312, H-tree depth 3, register share after synthesis 0.772, Cell Area, Synth around 40000 µm², Power Density roughly 200 nW/µm², Post-synth top flop edfxtp_1, max incr delay on CP 920 ps, Most common cell on crit path buf_4, leakage power around 0.013 µW, die width ~320 µm, Gate Count Post-Synth about 1900, reported net switching power roughly 1900 µW, Worst Setup End Kind register, first drt pass iteration count 5, Final Cycle Share 0.568, internal power slightly above 7000 µW, layout cells sized above 1 0.225, Combinational Power Share 0.043, clock-pin slew on the worst setup and hold paths ~60 ps, global route total overflow 0, Die Y 319 µm, Worst-Margin Slew about 1000 ps, # clock sinks slightly above 1000, yosys xor share 0, area grow syn2layout 12.0%, post-CTS sizing 0, Initial DRC Count approximately 1200, first-pass GRT wire length ~140000 µm, I/O Buffers 15, drt wl/cell approximately 27 µm, Post-Route Setup TNS 0 ps, Post-synth mux share 0.144, Log Warnings 33, GR Util met2 0.294, crit-path leading delay family buffers and inverters, post-DP HPWL around 54000 µm, VDD IR max about 0.00015 V, yosys aoi share 0.0360, critical path arrival 5860 ps, Post-synth EDFFs ~1000, CTS Hold Bufs 0, RSZ-0062 raised after global routing no, critical path type input pin to register, Avg Inst Size Synth ~21 µm², run status finished, final reports clean, site row count approximately 120, antenna violations before repair 1, final hold vios 0, library cells used by synthesis 25, Pre-Place Util 0.406, final instance area 44900 µm², Critical path buffers and inverters 3, worst clock skew about 24 ps, Fmax achieved roughly 180 MHz, clock buffer depth 3, Top cells by area edfxtp_1 (77%), mux4_2 (14%), nor2_1 (2.4%), Placer Congestion approximately 0.85, CTS Root Cell clkbuf_16, Area leader share 0.772, CP max-delay cell o41ai_1, CP required 10060 ps, io pins 17, Slew Limit Fails 0, Reg2Reg Setup Slack 6810 ps, Flops after synth 1032, vias in the first global route ~21000, Post-CTS Setup Repair Bufs 0, comb area leader multiplexers, CP cell instances buf_8 -> buf_4 -> buf_4 -> mux4_2 -> a22oi_1 -> a21oi_1 -> o41ai_1 -> nand4_1, minimum clock period between 5000 and 6000 ps, Rel. slew slack 0.310, ys async rst share 0, total vias in the final route 19100, largest net degree at the start of global routing 156, Setup Viol. Count Final 0, Yosys Warn Count 1, Post-route DRC 0, CP startpoint kind input pin, number of cells in Yosys stat 1942, power share of the clock group 0.417, Sequential Power Share 0.540, met3 Use GR 0.139, DRT Wirelength between 90000 and 100000 µm, die area 102000 µm², Adder Area Share 0, total CTS buffers slightly above 100, Switching Share 0.204, M1 GR Usage 0.256, average via count per standard cell 5.69, CTS tree built, HP Class register to register, max reg flops a little over 1000, most area-hungry cell type in the Yosys netlist edfxtp_1, core area between 90000 and 100000 µm², busiest grt layer met2, Yosys chip area between 40000 and 50000 µm², DP Area around 42000 µm²
[path summary, 6_finish.rpt]
path / startpoint / to / cells after the start
max: addr[0] / data_out[2]$_DFFE_PP_ / 8
max reg2reg: row_reg[2]$_DFFE_PN_ / ram[200][0]$_DFFE_PP_ / 3
min reg2reg: row_reg[3]$_DFFE_PN_ / data_out[2]$_DFFE_PP_ / 3
min: row_reg[3]$_DFFE_PN_ / data_out[2]$_DFFE_PP_ / 3
[area by class of cell]
| cell class | instances | area [µm²] |
|---|---|---|
| clock inverters | 71 | 606 |
| fillers | 7950 | 53900 |
| clock buffers | 119 | 2640 |
| well taps | 1287 | 1610 |
| repair buffers | 67 | 581 |
| inverters | 1 | 3.75 |
| flip-flops and latches | 1032 | 31000 |
| multi-input cells | 776 | 8500 |
[tightest hold or removal path: stages, from the launching register on]
cell	delay (ps)
edfxtp_1	380
nor2b_1	160
o41ai_1	170
nand4_1	110
[cells in the final DEF (no fill, tap or decap), types with 2 or more instances in the layout]
cell type,instances
buf_12,2
clkinv_1,30
a22oi_1,128
buf_6,4
inv_6,5
nand3_1,4
nand4_1,4
buf_4,50
nor2_1,258
clkbuf_16,103
clkinvlp_4,6
buf_8,2
clkbuf_1,16
edfxtp_1,1032
clkdlybuf4s50_1,9
nor2b_1,5
a21oi_1,64
mux4_2,251
o41ai_2,3
nor2b_4,2
nand2b_1,2
mux4_1,5
clkinv_2,19
o41ai_1,13
nand2_1,29
bufinv_16,10
nor4b_2,2
[layer usage]
| layer | vias to the layer above | wire length (µm) | part of all wire |
|---|---|---|---|
| met2 | 1013 | 43400 | 0.48 |
| met4 | 6 | 2190 | 0.024 |
| met1 | 9780 | 31200 | 0.35 |
| li1 | 8132 | - | - |
| met5 | - | 125 | 0.0014 |
| met3 | 151 | 13300 | 0.15 |
[per-stage QoR]
step	setup WS [ps]	hold slack (ps)	total power, µW	cells	util
finish	4190	994	9120	3353	0.455
global route	3960	1020	9400	3353	0.455
CTS	4290	1000	9200	3353	0.455
detailed placement	3630	982	5410	3163	0.422
global placement	3610	1020	5410	3163	0.422
floorplan	5710	775	5240	1942	-
[Yosys cell counts, types with 3 or more instances]
library cell  number
mux4_1             5
nand2_1           29
o41ai_1           13
a21oi_1           64
nor2b_1            7
buf_6             10
nand3_1            4
o41ai_2            3
edfxtp_1        1032
buf_1             17
buf_2             15
buf_4              6
mux4_2           251
buf_8              3
clkbuf_1          82
a22oi_1          128
nor2_1           259
nand4_1            4
[cell families after synthesis]
kind of cell	Yosys count
buf+inv	134
mux	256
flops	1032
compound gates	208
simple gates	312
[power groups by stage]
stage	Sequential, µW	Combinational (µW)	Clock, µW
4_1_cts	4920	403	3870
6_report	4920	396	3800
5_1_grt	4920	430	4050
Power figures rest on the tool's default switching activity, not on a simulated workload.
